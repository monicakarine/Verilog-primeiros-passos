File: /design/flow/config.mk
export PLATFORM = sky130hd
export DESIGN_NAME = alu
export DESIGN_NICKNAME = alu
export VERILOG_FILES = /design/flow/design.v
export SDC_FILE = /design/flow/constraint.sdc
export NUM_CORES = 4
export LEC_CHECK = 1
export CORE_AREA = 10 10 70 70
export DIE_AREA = 0 0 80 80
File: /design/flow/constraint.sdc
current_design alu

set clk_period 8.6
set clk_io_pct 0.2

create_clock -name clk0 -period $clk_period

set non_clock_inputs [all_inputs -no_clocks]
set_input_delay [expr $clk_period * $clk_io_pct] -clock clk0 $non_clock_inputs
set_output_delay [expr $clk_period * $clk_io_pct] -clock clk0 [all_outputs]
File: /design/flow/design.v
module alu
#(parameter integer WIDTH = 8)
(input [2:0] opcode,
 input wire[WIDTH-1:0] in_a, 
 input wire [WIDTH-1:0] in_b,
 output reg a_is_zero, 
 output reg [WIDTH-1:0] alu_out
); 
always @*
	begin 
		case(opcode)
			3'b000	:	alu_out = in_a;
			3'b001	: 	alu_out = in_a;
			3'b010	:	alu_out = in_a + in_b; 
			3'b011	:	alu_out = in_a & in_b;
			3'b100  :	alu_out = in_a ^ in_b;
			3'b101	:	alu_out = in_b;
			3'b111	:	alu_out = in_a;
			default :	alu_out = in_a;
		endcase
		if (in_a === 8'b00000000)
			a_is_zero = 1; 
		else
			a_is_zero = 0;
	end
endmodule 
File: /design/flow/run.sh
#!/bin/bash
# OpenROAD 26Q1-2900-gdf79404cd8, Yosys 0.63+post, stock flow scripts
make -C /OpenROAD-flow-scripts/flow DESIGN_CONFIG=/design/flow/config.mk WORK_HOME=/design/flow/orfs finish
==> results.tsv <==
metric	value	unit
Die H	80	um
area delta synth->final	45.3	%
CP Launch Type	input pin	
first-pass GRT wire length	3440	um
synth warn	1	
via/cell ratio	4.61	
Rel. slew slack	59.5	%
RD Place Congestion	0.904	
Yosys Instances	110	
YS chip area	704	um2
Critical Path Start	in_a[0]	
CLK BUF	0	
layout cell share with drive strength beyond 1	4.51	%
status	finished, final reports clean	
Post-CTS Resized	0	
initial detailed-routing violation count	37	
IO Pins	28	
CP Class	input pin to output pin	
Clk pwr share	0	%
vias in the first global route	784	
Initial Util	20.6	%
all-layer global routing usage	6.24	%
largest net degree at the start of global routing	34	
hold path startpoint	in_a[3]	
GRT Residual Overflow	0	
Non-Filler Instances	179	
Lkg Pwr	0.393	nW
Hold WS	4.52	ns
number of diodes	0	
routed length per instance	11.7	um
area of the core	3420	um2
storage element area	0	um2
Slew @ Worst Pin	0.605	ns
Fmax	0.170	GHz
# hold bufs at CTS	0	
TritonRoute pass-1 iters	4	
combinational group share of total power	100.0	%
register share of total power	0	%
Synth area leader	ha_1	
Int Power	32.4	uW
Peak VDD IR	0.0240	mV
Post-Synthesis Cells	110	
Die Area	6400	um2
Synth area leaders	ha_1 (14%), mux2i_1 (11%), o21ai_0 (11%), a21oi_1 (8.5%), nand2_1 (8.5%)	
Post-route DRC	0	
cell count after placement	179	
number of max-cap violations	0	
tool warnings	32	
FP Rows	21	
RSZ-0062 raised after global routing	no	
CP Data Required Time	6.88	ns
Final ANT Viol Nets	0	
Final Power	58.6	uW
post-synthesis sequential area ratio	0	%
Max-area cell share	14.2	%
Mapped Area	704	um2
sw frac	44.7	%
post-route setup TNS	0	ns
routed wire length	2090	um
Final Max Slew Viols	0	
power per cell area	57.3	nW/um2
Hold WC Path Type	input pin to output pin	
count of final setup violators	0	
hpwl dp	1660	um
flop count	0	
Tmin final	5.87	ns
sw power	26.2	uW
die width	80	um
Data arrival, critical path	4.15	ns
cycle use final	68.3	%
via count	825	
Placed Area	1020	um2
crit end category	output pin	
Unique cell types	28	
antenna violations before repair	0	
final instance area	1020	um2
setup bufs post-CTS	0	
CP max FO	4	
Hold Fails Final Rpt	0	
syn_area_per_cell	6.40	um2
Buffers on Ports	28	
[worst max-delay path: stages]
cell             delay (ns)
clkdlybuf4s50_1        0.46
ha_1                   0.27
fa_1                   0.43
a211oi_1               0.24
o21bai_1               0.10
a21oi_1                0.17
xor2_1                 0.09
o21ai_0                0.17
clkdlybuf4s50_1        0.49
[layout make-up]
class	count	area (um2)
Fill cell	390	2390
Multi-Input combinational cell	103	671
Timing Repair Buffer	30	295
Tap cell	46	57.6
[metrics by stage]
step	worst slack (ns)	utilization [%]
2_1_floorplan	3.88	-
3_3_place_gp	2.75	30.0
3_5_place_dp	2.73	30.0
4_1_cts	2.69	30.0
5_1_grt	2.48	30.0
6_report	2.73	30.0
[power by group through the flow]
| stage | logic [mW] | clock network [mW] | registers, mW |
|---|---|---|---|
| final | 0.0586 | 0 | 0 |
| after global routing | 0.0666 | 0 | 0 |
| after CTS | 0.0592 | 0 | 0 |
[placed cells by master, fill, tap and decap left out]
master,n
o21ai_0,16
a211oi_2,1
nand2_1,16
nor2b_1,3
o31ai_2,1
nand2b_1,2
clkdlybuf4s50_1,28
a21o_2,1
or3b_2,1
o311a_1,1
a211oi_1,2
ha_1,8
a31oi_1,2
buf_4,2
o22ai_1,1
o21bai_1,2
o221ai_1,1
xor2_1,3
mux2i_1,8
fa_1,1
nand3_1,2
or4_1,2
o21ai_1,1
nor3_1,2
a21oi_1,12
nor2_1,12
xnor2_1,2
[cell usage after synthesis]
cell	instances
o22ai_1	1
buf_4	1
or3b_2	1
ha_1	8
nand3_1	2
nor3_1	2
a21o_2	1
xor2_1	3
fa_1	1
o311a_1	1
a21oi_1	12
xnor2_1	2
a31oi_1	2
a211oi_2	1
o21ai_0	16
nand2_1	16
o21bai_1	2
o221ai_1	1
a211oi_1	2
o21ai_1	1
o31ai_2	1
mux2i_1	8
nor2b_1	3
nand2b_1	2
buf_2	3
clkbuf_1	3
or4_1	2
nor2_1	12
[cell families (layout without fill, tap and decap cells)]
family | after synthesis | after routing | share of synthesized area [%]
buf+inv | 7 | 30 | 4.80
compound gates | 41 | 41 | 35.0
xor+xnor | 5 | 5 | 6.22
mux | 8 | 8 | 11.4
fa+ha+maj | 9 | 9 | 17.1
simple gates | 40 | 40 | 25.6
[routing by layer]
metal  vias to the layer above  global-route usage (%)  routed length, um
met3                         0                    1.70                173
met4                         0                   0.528                  0
met5                         -                       0                  0
met1                       352                    9.04               1110
met2                        20                    9.23                815
li1                        453                       -                  -
[path summary, 6_finish.rpt]
kind / depth (start not counted) / to
setup / recovery: 9 / alu_out[6]
hold / removal: 4 / alu_out[3]
No activity file was given, so power comes from the tool's default toggle rates.
