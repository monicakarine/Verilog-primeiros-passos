### flow/design.v
module counter 
#(parameter WIDTH = 5 )
(
input [WIDTH-1:0] cnt_in, 
input enab, load,clk, rst,
output reg[WIDTH-1:0] cnt_out
);
always @(posedge clk)
begin
	if (rst)
		cnt_out = 5'b0;
	else
		if (load)
			cnt_out = cnt_in;
		else
			if(enab)
				cnt_out = cnt_out + 1;
end
endmodule
### flow/run.sh
#!/bin/bash
# OpenROAD 26Q1-2900-gdf79404cd8, Yosys 0.63+post, stock flow scripts
make -C /OpenROAD-flow-scripts/flow DESIGN_CONFIG=/design/flow/config.mk WORK_HOME=/design/flow/orfs finish
### flow/config.mk
export PLATFORM = sky130hd
export DESIGN_NAME = counter
export DESIGN_NICKNAME = counter
export VERILOG_FILES = /design/flow/design.v
export SDC_FILE = /design/flow/constraint.sdc
export NUM_CORES = 4
export LEC_CHECK = 1
export CORE_AREA = 10 10 70 70
export DIE_AREA = 0 0 80 80
### flow/constraint.sdc
current_design counter

set clk_period 1.2
set clk_io_pct 0.2

create_clock -name clk0 -period $clk_period [get_ports {clk}]

set non_clock_inputs [all_inputs -no_clocks]
set_input_delay [expr $clk_period * $clk_io_pct] -clock clk0 $non_clock_inputs
set_output_delay [expr $clk_period * $clk_io_pct] -clock clk0 [all_outputs]
==> impl_metrics.py <==
# Metrics from the implementation run
metrics = {
    "detailed_routing": {
        "wl_per_cell_um": 9.268,
        "ant_nets": 0,
        "drc": 0,
        "routed_via_density": 2.928,
        "drtIter0Drc": 8,
        "first_pass_iters": 2,
        "antenna_cells": 0,
        "vias": 284,
        "wirelength_um": 899,
    },
    "die": {
        "core_area_um2": 3416,
        "dieArea_um2": 6400,
        "die_h_um": 80,
        "ios": 14,
        "initial_core_util": 0.07509,
        "rows": 21,
        "chipWidth_um": 80,
    },
    "logic_synthesis": {
        "xor_area_frac": 0.1366,
        "yosys_warnings": 1,
        "yosys_cells": 28,
        "synth_area_um2": 256.5,
        "ys_sh_aoi": 0.1463,
        "ys.flops": 5,
        "syn_inst": 28,
        "syn_area_per_cell_um2": 9.161,
        "ys_seq_frac": 0.3902,
        "synth_chip_area_um2": 256.5,
        "simple_gate_area_frac": 0.09268,
        "ys_types": 13,
        "adder_share": 0.04878,
        "top_logic_kind": "AND-OR/OR-AND gates",
        "ys_sh_mux": 0.1220,
    },
    "timing": {
        "tightestPinTransition_ps": 324.2,
        "finalHoldViolCount": 0,
        "rsz0062_at_grt": "no",
        "finalSetupViolCount": 0,
        "setup-tns-final_ps": 0,
        "slew_headroom": 0.7832,
        "min_period_over_period": 0.9578,
        "fmax_mhz": 870.0,
        "slew_viol_final": 0,
        "period_minus_slack_ps": 1149,
        "fin_hold_ws_ps": 542.5,
        "skew_ps": 1.695,
    },
    "global_route": {
        "grt_pass1_vias": 323,
        "grt_start_max_net_pins": 9,
        "grt_pass1_wl_um": 1414,
        "antenna_found_initial": 0,
        "grt.overflow.total": 0,
        "track_usage": 0.02733,
    },
    "setup_path": {
        "crit_path_end_kind": "register",
        "cpMaxStageDelayCell": "dfxtp_2",
        "startpoint_type": "register",
        "cp_num_buf_inv": 0,
        "crit_path_cell_trace": "ha_1 -> mux2_4 -> mux2i_1 -> nor2_1",
        "cp_slowest_stage_delay_ps": 320,
        "crit_arrival_ps": 1270,
        "criticalPathCategory": "reg2reg",
        "path_delay_family": "multiplexers",
        "path_max_fanout": 3,
        "worstPathRequired_ps": 1320,
    },
    "final_layout": {
        "largest_reg_flops": 5,
        "fin_util": 0.1535,
        "layout-drive-gt1-share": 0.3137,
        "syn_to_final_growth_pct": 104.4,
        "fin_area_um2": 524.3,
    },
    "clock_tree": {
        "clk_pin_slew_ps": 50,
        "cts_buffer_depth": 2,
        "htree_levels": 1,
        "tritoncts": "yes",
        "cts_root_buf": "clkbuf_4",
        "clock_sinks": 5,
        "clk_latency_ps": 240,
        "numCtsBuffers": 3,
    },
    "place": {
        "dpl-instance-area_um2": 454.2,
        "portBuffers": 13,
        "gp_congestion": 0.7360,
        "place_hpwl_um": 660.9,
    },
    "job": {
        "max-cap-violations": 0,
        "warning_count": 25,
    },
    "pwr": {
        "p_leak_uw": 0.0002437,
        "max-vdd-ir-drop_uv": 157.6,
        "p_total_uw": 511.7,
        "p_per_area_nw_per_um2": 976.1,
    },
    "run_status": {
        "status": "finished, final reports clean",
    },
    "min_path": {
        "min_path_type": "in2reg",
    },
}
## cells in the mapped netlist
library cell  n  area share
mux2i_1       2       0.078
nor2_1        2       0.029
xnor2_1       3        0.10
mux2_1        1       0.044
dfxtp_1       5        0.39
buf_2         1       0.019
nand2_1       1       0.015
xor2_1        1       0.034
o21a_1        3       0.088
nand4_1       2       0.049
a21oi_1       3       0.059
inv_1         3       0.044
ha_1          1       0.049
## stage by stage
stage | instances | setup WS [ps]
floorplan | 28 | 64.21
finish | 97 | 50.60
global placement | 88 | -202.3
global route | 97 | 5.888
detailed placement | 88 | -228.8
CTS | 97 | 15.77
## what timing repair did
action | in CTS | in global routing
buffers inserted | 5 | 0
resized | 10 | 2
setup endpoints to repair | 6 | 1
hold buffers | 0 | 0
## report_power, final
| group | total [µW] | switching, µW | internal (µW) |
|---|---|---|---|
| sequential | 190 | 7.69 | 183 |
| clock | 198 | 72.5 | 126 |
| combinational | 123 | 41.5 | 81.5 |
| total | 512 | 122 | 390 |
## layer usage
metal / track usage / share of wire
met1: 0.02859 / 0.42
met2: 0.04173 / 0.43
met3: 0.01705 / 0.12
met4: 0.01408 / 0.030
met5: 0 / 0
## tightest hold or removal path, stage by stage
cell,delay (ps)
dlymetal6s2s_1,180
nand2_1,110
xnor2_1,120
o21a_1,100
## logic make-up after synthesis
logic type      Yosys count
compound gates            6
mux                       3
fa+ha+maj                 1
buf+inv                   4
flops                     5
simple gates              5
xor+xnor                  4
## path summary, 6_finish.rpt
path / start / end / slack, ps / cells past startpoint
worst min register to register: cnt_out[4] / cnt_out[4] / 650 / 3
worst min-delay path: enab / cnt_out[2] / 540 / 4
worst max register to register: cnt_out[0] / cnt_out[1] / 50 / 4
worst max-delay path: cnt_out[0] / cnt_out[1] / 50 / 4
## area by class of cell
class / instances / area (µm²)
clock buffers: 4 / 26.28
fillers: 387 / 2892
inverters: 3 / 11.26
multi-input cells: 19 / 143.9
flip-flops and latches: 5 / 106.4
well taps: 46 / 57.56
repair buffers: 20 / 178.9
## cells in the final DEF, fill, tap and decap left out, drive strengths merged
cell / netlist / routed
ha: 1 / 1
dlygate4sd2: 0 / 5
clkdlybuf4s50: 0 / 7
mux2i: 2 / 2
nand4: 2 / 2
inv: 3 / 3
dlymetal6s2s: 0 / 1
mux2: 1 / 1
xor2: 1 / 1
dfxtp: 5 / 5
clkbuf: 0 / 4
o21a: 3 / 3
a21oi: 3 / 3
nor2: 2 / 2
nand2: 1 / 1
buf: 1 / 7
xnor2: 3 / 3
Power and IR drop assume default switching activity.
