<file path="flow/design.v">
module memory
#(parameter integer AWIDTH=5,
  parameter integer DWIDTH=8)
( input clk, wr,rd,
  input [AWIDTH-1:0] addr,
  inout [DWIDTH-1:0] data
);
reg [DWIDTH-1:0] data_out;
reg [DWIDTH-1:0] mem [31:0];  
assign data = rd ? data_out : 8'bz;
always @(posedge clk)  
	begin
		if (!rd & wr)   
			mem[addr] <= data;
		else  
			data_out <= mem[addr];
	end
endmodule
</file>
<file path="flow/run.sh">
#!/bin/bash
# OpenROAD 26Q1-2900-gdf79404cd8, Yosys 0.63+post, stock flow scripts
make -C /OpenROAD-flow-scripts/flow DESIGN_CONFIG=/design/flow/config.mk WORK_HOME=/design/flow/orfs finish
</file>
<file path="flow/config.mk">
export PLATFORM = sky130hd
export DESIGN_NAME = memory
export DESIGN_NICKNAME = memory
export VERILOG_FILES = /design/flow/design.v
export SDC_FILE = /design/flow/constraint.sdc
export NUM_CORES = 4
export LEC_CHECK = 1
export CORE_UTILIZATION = 40
</file>
<file path="flow/constraint.sdc">
current_design memory

set clk_period 3.6
set clk_io_pct 0.2

create_clock -name clk0 -period $clk_period [get_ports {clk}]

set non_clock_inputs [all_inputs -no_clocks]
set_input_delay [expr $clk_period * $clk_io_pct] -clock clk0 $non_clock_inputs
set_output_delay [expr $clk_period * $clk_io_pct] -clock clk0 [all_outputs]
</file>
==> results.py <==
# Physical implementation metrics
metrics = {
    "placed_design": {
        "dpl.hpwl_um": 14700,
        "portBuffers": 7,
        "globalplace.congestion": 0.976,
        "numPlacedInstances": 924,
    },
    "synth": {
        "yosysTopAreaCellShare_pct": 76.8,
        "ys_seq_share_pct": 76.8,
        "area_leaders": "sky130_fd_sc_hd__edfxtp_1 77%, sky130_fd_sc_hd__mux2i_1 12%, sky130_fd_sc_hd__o22ai_1 3.9%",
        "synth-warning-count": 2,
        "yosysMostFrequentCell": "sky130_fd_sc_hd__edfxtp_1",
        "avg_cell_area_syn_um2": 17.8,
        "edf_count": 264,
        "common_cells": "264 x sky130_fd_sc_hd__edfxtp_1, 128 x sky130_fd_sc_hd__mux2i_1, 64 x sky130_fd_sc_hd__o22ai_1",
        "postSynthRegisterBits": 264,
        "synth_stat.cells": 579,
        "ys_async_sr_fraction_pct": 0,
        "synth_cell_types": 24,
        "dominantRegCellSynth": "sky130_fd_sc_hd__edfxtp_1",
        "syn-cell-area_um2": 10300,
        "largest_area_cell": "sky130_fd_sc_hd__edfxtp_1",
        "synth-area-yosys_um2": 10300,
        "synthesis.instances": 579,
    },
    "floorplanning": {
        "core.rowCount": 58,
        "die_w_um": 163,
        "design.portCount": 16,
        "die-height_um": 163,
        "core_util_floorplan_pct": 40.9,
    },
    "clock_tree": {
        "clockRootBuffer": "sky130_fd_sc_hd__clkbuf_16",
        "clock_sinks": 264,
        "cts.path.max_buffers": 3,
        "post-cts-setup-buffers": 0,
        "cts_made_buffers": 27,
        "cts.repair.resized": 0,
        "cts_htree_levels": 1,
        "postCtsHoldBufs": 0,
    },
    "outcome": {
        "step_where_the_flow_halted": "clock tree synthesis (4_1_cts)",
        "run.stop_error": "[error] [KeplerFormal.cpp:679] Workflow failed: Iso has multiple drivers: .data0, data[0]$_DFFE_PN_.Q0",
        "outcome": "did not finish",
    },
}
## metrics by stage
stage / hold WS (ps) / setup WS (ps) / cell area (um2) / total power [mW]
after floorplan: 651 / 1030 / 10300 / 3.79
after global placement: 738 / 351 / 10900 / 3.96
after detailed placement: 744 / 403 / 10900 / 3.98
## cells by family after synthesis
| family | count (synthesis) | synth area share, % |
|---|---|---|
| flip-flops | 264 | 76.8 |
| multiplexers | 128 | 12.4 |
| AND/OR/NAND/NOR | 88 | 4.94 |
| AND-OR/OR-AND | 64 | 3.88 |
| buffers and inverters | 35 | 2.00 |
No activity file was given, so power comes from the tool's default toggle rates.
